==> ./run.sh <==
#!/bin/bash
# OpenROAD 26Q1-2900-gdf79404cd8, Yosys 0.63+post, stock flow scripts
make -C /OpenROAD-flow-scripts/flow DESIGN_CONFIG=/design/flow/config.mk WORK_HOME=/design/flow/orfs finish
==> ./config.mk <==
export PLATFORM = sky130hd
export DESIGN_NAME = RegisterFile
export DESIGN_NICKNAME = RegisterFile
export VERILOG_FILES = /design/flow/design.v
export SDC_FILE = /design/flow/constraint.sdc
export NUM_CORES = 4
export LEC_CHECK = 1
export CORE_UTILIZATION = 50
export SYNTH_HDL_FRONTEND = slang
==> ./constraint.sdc <==
current_design RegisterFile

set clk_period 11.5
set clk_io_pct 0.2

create_clock -name clk0 -period $clk_period [get_ports {clk}]

set non_clock_inputs [all_inputs -no_clocks]
set_input_delay [expr $clk_period * $clk_io_pct] -clock clk0 $non_clock_inputs
set_output_delay [expr $clk_period * $clk_io_pct] -clock clk0 [all_outputs]
==> ./design.v <==
module RegisterFile #(ADDR_WIDTH = 5, DATA_WIDTH = 32) (
    input clk,
    input rst,
    input [DATA_WIDTH-1:0] wdata,
    input [ADDR_WIDTH-1:0] waddr,
    input wen,
    input [ADDR_WIDTH-1:0] raddr1,
    input [ADDR_WIDTH-1:0] raddr2,
    output [DATA_WIDTH-1:0] rdata1,
    output [DATA_WIDTH-1:0] rdata2,
    input ren
);
    reg [DATA_WIDTH-1:0] rf [2**ADDR_WIDTH-1:0];
    integer i;
    always @(posedge clk) begin
        if (rst) begin
            for (i=0; i<2**ADDR_WIDTH; i=i+1) begin
                rf[i] <= 0;
            end
        end
        else if (wen) rf[waddr] <= wdata;
    end
    assign rdata1 = (ren&(raddr1!=0)) ? rf[raddr1] : 0;
    assign rdata2 = (ren&(raddr2!=0)) ? rf[raddr2] : 0;
endmodule
==> ci_impl_report.md <==
## Synthesis and layout report

| Metric | Value |
|---|---|
| Area grow syn2layout | `11.5%` |
| H-tree levels | `3` |
| Maximum VDD drop | `around 0.12 mV` |
| Placer Congestion | `0.915` |
| DR vias | `32500` |
| Initial antenna violation count | `5` |
| Fin. max-slew vios | `0` |
| Critical Path Source Type | `input port` |
| TNS Setup | `0 ps` |
| CP endpoint kind | `output port` |
| Biggest regs | `rf: 1024 flops` |
| Cell Type Count | `37` |
| Final WL | `175000 µm` |
| Final hold violation count | `0` |
| XOR Share, Synth | `0%` |
| Vias per std cell | `about 6.5` |
| Pre-CTS WS | `3180 ps` |
| Yosys stat area | `54400 µm²` |
| CTS tree | `built` |
| Crit-path leading delay family | `buffers and inverters` |
| Max FFs per register | `just over 1000` |
| Post-Layout Cell Count | `~5000` |
| Yosys aoi share | `3.43%` |
| Cell Pwr Density | `approximately 150 nW/µm²` |
| WP buf/inv | `4` |
| Residual DRC | `0` |
| Worst Path Class, Setup | `input port to output port` |
| Synth Instances | `about 3500` |
| Worst slew pin tran | `between 1000 and 1500 ps` |
| Top post-synthesis cells by area | `edfxtp_1, mux4_2, and2_1, mux2i_1, clkbuf_1` |
| Status | `complete, no violations` |
| Post-DP HPWL | `between 100000 and 150000 µm` |
| First-pass GRT wire length | `253000 µm` |
| Tot GR Track Use | `between 30% and 40%` |
| Die X | `around 330 µm` |
| Number of max-cap violations | `0` |
| Postcts setup bufs | `0` |
| Maximum clock insertion buffer count | `3` |
| Num CTS Buffers | `113` |
| Adder-cell share of the synthesized area | `0%` |
| Critical Path RT | `9200 ps` |
| F_max | `approximately 120 MHz` |
| Iteration-0 DRC Markers | `~2000` |
| Main logic family after synthesis | `multiplexers` |
| Syn. warnings | `0` |
| Syn_area_per_cell | `roughly 16 µm²` |
| Unrepaired setup endpoints after global routing | `no` |
| Clock Pin Slew Worst Setup and Hold Paths | `~60 ps` |
| Die Y | `332 µm` |
| Post-synthesis cell count from yosys | `roughly 3500` |
| Clock sink total | `between 1000 and 1500` |
| Worst EP arrival | `between 6000 and 7000 ps` |
| Synthesized area | `around 54000 µm²` |
| Minimum clock period | `around 8400 ps` |
| WL/cell | `~35 µm` |
| Hold path depth | `3` |
| Total gr overflow | `0` |
| Post-cts resize count | `0` |
| Core Area | `around 110000 µm²` |
| Vias in the first global route | `between 30000 and 40000` |
| Hold Path Origin | `wdata[15]` |
| Initial DRT Pass Iterations | `5` |
| Sequential area share after synthesis | `approximately 57%` |
| Layout cells sized above 1 | `about a quarter` |
| Max stage delay on crit path | `810 ps` |
| CP max-delay cell | `a2111oi_0` |
| Hold Buf Count CTS | `0` |
| # IOs | `115` |
| DRT antenna net count | `0` |
| Crit path max fanout | `~67` |
| OpenROAD warning count | `26` |
| Simple Share, Synth | `a little over an eighth` |
| Area leader, netlist | `edfxtp_1` |
| Hold/Removal Path Class | `input port to flop` |
| Relative slew slack | `between 15 and 20%` |
| Pin count of the biggest net entering global routing | `slightly above 80` |
| Critical Path, Cell by Cell | `buf_8, buf_12, buf_4, mux2i_1, o22ai_1, a2111oi_0, nor3_1, clkdlybuf4s50_1` |
| MUX share of area | `23.8%` |
| Ys flops | `a little over 1000` |
| Synth top area share | `56.5%` |
| Final setup fails | `0` |
| Hold endpoint | `rf[14][15]$_SDFFCE_PN0P_` |
| Final worst slack | `3110 ps` |
| Die area | `about 110000 µm²` |
| FP Core Util | `50.6%` |
| Placed cell count | `between 4000 and 5000` |
| Root buffer cell | `clkbuf_16` |
| Biggest register | `rf` |
| Post-layout period usage | `about 73%` |
| I/O Buffers | `between 100 and 150` |
| Rows | `about 120` |
| Pleak | `21.0 nW` |
-- cell usage in the layout (no fill, tap or decap), types with 19 or more instances in the layout --
master and n:
and2_1 1025, edfxtp_1 1024, mux4_2 466, mux2i_1 247
buf_4 136, clkbuf_16 117, clkdlybuf4s50_1 107, o221ai_1 55
a22o_1 46, clkinv_1 33, o22a_1 32, nor2_2 32
or2_2 32, nor3_1 24, o22ai_1 23, a2111oi_0 23
a211oi_1 23, clkinv_2 20, clkbuf_1 19
-- routing by layer --
| metal | vias to the layer above | routed length, µm | GRT usage [%] |
|---|---|---|---|
| li1 | 13600 | - | - |
| met1 | 16100 | 55600 | 44.3 |
| met2 | 2368 | 80100 | 50.5 |
| met3 | 413 | 32400 | 28.2 |
| met4 | 13 | 6290 | 9.90 |
| met5 | - | 207 | 1.91 |
-- cell families (layout without fill, tap and decap cells) --
group           count (synthesis)  after routing
compound gates                230            230
buf+inv                       379            467
flops                        1024           1024
mux                           713            713
other cells                     0              3
simple gates                 1162           1162
-- report_power, final --
group	switching (mW)	total, mW	internal (mW)
Combinational	0.586	1.04	0.454
Sequential	0.100	4.41	4.31
Clock	1.51	3.74	2.22
-- layout make-up --
| cell class | count | area, µm² |
|---|---|---|
| well taps | 1403 | 1760 |
| fillers | 7908 | 46800 |
| diodes | 3 | 7.51 |
| clock inverters | 76 | 785 |
| multi-input cells | 2105 | 22100 |
| flip-flops and latches | 1024 | 30700 |
| repair buffers | 255 | 2290 |
| clock buffers | 136 | 3000 |
-- how the worst max path moves through the flow --
| stage | startpoint | endpoint | slack [ps] | depth (start not counted) |
|---|---|---|---|---|
| 4_1_cts | raddr2[0] | rdata2[18] | 3170 | 8 |
| 5_1_grt | raddr2[0] | rdata2[18] | 2820 | 8 |
| 6_report | raddr2[0] | rdata2[18] | 3110 | 8 |
-- synthesized netlist by cell type --
| master | number |
|---|---|
| nand3b_1 | 6 |
| or4b_2 | 1 |
| a22o_1 | 46 |
| or4_1 | 1 |
| and2_1 | 1026 |
| mux2i_1 | 247 |
| buf_4 | 19 |
| a221oi_1 | 4 |
| nand2b_1 | 1 |
| buf_6 | 17 |
| mux4_2 | 466 |
| or3b_2 | 3 |
| nand4bb_1 | 1 |
| or3_1 | 2 |
| buf_1 | 13 |
| a211oi_1 | 23 |
| nand2_1 | 12 |
| o211ai_1 | 5 |
| clkbuf_1 | 283 |
| edfxtp_1 | 1024 |
| buf_2 | 47 |
| nand4b_1 | 1 |
| nand3_1 | 2 |
| o21ai_2 | 1 |
| o21ai_1 | 4 |
| a2111oi_0 | 23 |
| o221ai_1 | 55 |
| nor2b_1 | 4 |
| a22oi_1 | 5 |
| o22a_1 | 32 |
| nor3b_1 | 1 |
| a21oi_1 | 9 |
| nor3_1 | 24 |
| nor2_1 | 36 |
| or2_2 | 32 |
| o22ai_1 | 23 |
| and3_1 | 9 |
-- stage by stage --
stage	hold WS, ps	power, mW	utilization [%]	cell area, µm²
after floorplan	2500	5.08	-	54400
after global placement	3270	5.49	52.9	56900
after detailed placement	3270	5.51	52.9	56900
after CTS	2520	9.22	56.4	60700
after global routing	2570	9.45	56.4	60700
final	2560	9.18	56.4	60700
Power figures rest on the tool's default switching activity, not on a simulated workload.

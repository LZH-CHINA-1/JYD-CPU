**./run.sh**
```bash
#!/bin/bash
# OpenROAD 26Q1-2900-gdf79404cd8, Yosys 0.63+post, stock flow scripts
make -C /OpenROAD-flow-scripts/flow DESIGN_CONFIG=/design/flow/config.mk WORK_HOME=/design/flow/orfs finish
```
**./constraint.sdc**
```tcl
current_design ALU

set clk_period 360.5
set clk_io_pct 0.2

create_clock -name clk0 -period $clk_period

set non_clock_inputs [all_inputs -no_clocks]
set_input_delay [expr $clk_period * $clk_io_pct] -clock clk0 $non_clock_inputs
set_output_delay [expr $clk_period * $clk_io_pct] -clock clk0 [all_outputs]
```
**./design.v**
```verilog
`timescale 1ns / 1ps
module ALU(
        ALU_DA,
        ALU_DB,
        ALU_CTL,
        ALU_ZERO,
        ALU_OverFlow,
        ALU_DC
        ,mulsign
    );
    input [31:0]    ALU_DA;
    input [31:0]    ALU_DB;
    input [3:0]     ALU_CTL;
    output          ALU_ZERO;
    output          ALU_OverFlow;
    output reg [31:0]   ALU_DC;
    input           mulsign;
    wire SUBctr;
    wire SIGctr;
    wire Ovctr;
    wire [1:0] Opctr;
    wire [1:0] Logicctr;
    wire [1:0] Shiftctr;
    assign SUBctr = ALU_CTL[0]|ALU_CTL[1];
    assign Opctr = ALU_CTL[3:2];
    assign Ovctr = ~ALU_CTL[3] & ~ ALU_CTL[2]  & ~ALU_CTL[1] ;
    assign SIGctr = ALU_CTL[0];
    assign Logicctr = ALU_CTL[1:0];
    assign Shiftctr = ALU_CTL[1:0];
    reg [31:0] logic_result;
    always@(*) begin
        case(Logicctr)
            2'b00:
                logic_result = ALU_DA & ALU_DB;
            2'b01:
                logic_result = ALU_DA | ALU_DB;
            2'b10:
                logic_result = ALU_DA ^ ALU_DB;
            2'b11:
                logic_result = ~(ALU_DA | ALU_DB);
        endcase
    end
    wire [4:0]     ALU_SHIFT;
    wire [31:0] shift_result;
    assign ALU_SHIFT=ALU_DB[4:0];
    Shifter Shifter(.ALU_DA(ALU_DA),
                    .ALU_SHIFT(ALU_SHIFT),
                    .Shiftctr(Shiftctr),
                    .shift_result(shift_result));
    wire [31:0] BIT_M,XOR_M;
    wire ADD_carry,ADD_OverFlow;
    wire [31:0] ADD_result;
    assign BIT_M={32{SUBctr}};
    assign XOR_M=BIT_M^ALU_DB;
    Adder Adder(.A(ALU_DA),
                .B(XOR_M),
                .Cin(SUBctr),
                .ALU_CTL(ALU_CTL),
                .ADD_carry(ADD_carry),
                .ADD_OverFlow(ADD_OverFlow),
                .ADD_zero(ALU_ZERO),
                .ADD_result(ADD_result));
    assign ALU_OverFlow = ADD_OverFlow & Ovctr;
    wire [31:0] SLT_result;
    wire LESS_UNSIGN,LESS_SIGN,LESS_S;
    assign LESS_UNSIGN = ADD_carry ^ SUBctr;
    assign LESS_SIGN = ADD_OverFlow ^ ADD_result[31];
    assign LESS_S = (SIGctr==1'b0)?LESS_UNSIGN:LESS_SIGN;
    assign SLT_result = (LESS_S)?32'h00000001:32'h00000000;
reg [31:0] ALU_DC_I;
        always @(*) begin
        case(Opctr)
            2'b00:
                ALU_DC_I=ADD_result;
            2'b11:
                ALU_DC_I=logic_result;
            2'b10:
                ALU_DC_I=SLT_result;
            2'b01:
                ALU_DC_I=shift_result;
        endcase
    end 
    wire signed [63:0] mul_signed_signed   = $signed(ALU_DA) * $signed(ALU_DB);
    wire [63:0]        mul_unsigned_unsigned = $unsigned(ALU_DA) * $unsigned(ALU_DB);
    wire [63:0]        mul_signed_unsigned = $signed(ALU_DA) * $unsigned(ALU_DB);
    reg [31:0] M_result;
    assign ALU_DC = (mulsign) ? M_result : ALU_DC_I;
    always @(*) begin
        case(ALU_CTL)
            4'd0:   M_result = mul_signed_signed[31:0];  
            4'd1:   M_result = $signed(ALU_DA) - $signed(ALU_DB);  
            4'd5:   M_result = mul_signed_signed[63:32];  
            4'd11:   M_result = mul_signed_unsigned[63:32];  
            4'd10:  M_result = mul_unsigned_unsigned[63:32];  
            4'd14:   M_result = (ALU_DB == 0) ? -1 : $signed(ALU_DA) / $signed(ALU_DB);  
            4'd6:   M_result = (ALU_DB == 0) ? 32'hFFFFFFFF : $unsigned(ALU_DA) / $unsigned(ALU_DB);  
            4'd13:   M_result = (ALU_DB == 0) ? ALU_DA : $signed(ALU_DA) % $signed(ALU_DB);  
            4'd12:    M_result = (ALU_DB == 0) ? ALU_DA : $unsigned(ALU_DA) % $unsigned(ALU_DB);  
            default:M_result = 32'h00000000;
        endcase
    end
endmodule
module Shifter(input [31:0] ALU_DA,
                   input [4:0] ALU_SHIFT,
                   input [1:0] Shiftctr,
                   output reg [31:0] shift_result);
    wire [5:0] shift_n;
    assign shift_n = 6'd32 - {1'd0,ALU_SHIFT};
    always@(*) begin
        case(Shiftctr)
            2'b01:
                shift_result = ALU_DA << ALU_SHIFT;
            2'b10:
                shift_result = ALU_DA >> ALU_SHIFT;
            2'b11:
                shift_result = ({32{ALU_DA[31]}} << shift_n) | (ALU_DA >> ALU_SHIFT);
            default:
                shift_result = ALU_DA;
        endcase
    end
endmodule
module Adder(input [31:0] A,
                 input [31:0] B,
                 input Cin,
                 input [3:0] ALU_CTL,
                 output ADD_carry,
                 output ADD_OverFlow,
                 output ADD_zero,
                 output [31:0] ADD_result);
    assign {ADD_carry,ADD_result}=A+B+{32'b0, Cin};
    assign ADD_zero = ~(|ADD_result);
    assign ADD_OverFlow=( ~A[31] & ~B[31] & ADD_result[31]) | (A[31] & B[31] & ~ADD_result[31]);
endmodule
```
**./config.mk**
```make
export PLATFORM = sky130hd
export DESIGN_NAME = ALU
export DESIGN_NICKNAME = ALU
export VERILOG_FILES = /design/flow/design.v
export SDC_FILE = /design/flow/constraint.sdc
export NUM_CORES = 4
export LEC_CHECK = 1
export CORE_UTILIZATION = 40
export SYNTH_HDL_FRONTEND = slang
```
==> PnR_summary.wiki <==
== Run summary ==
{| class="wikitable"
! Metric !! Value
|-
| Chip area || between 300,000 and 400,000 um^2
|-
| Critical path's most frequent cell || ha_1
|-
| Count of flip-flops and latches || 0
|-
| GR Util All Layers || 37.7%
|-
| Routing usage on met1 || 47.0%
|-
| Syn Inst Count || 15,900
|-
| Via count || 120,000
|-
| Switching Share || 62.7%
|-
| Ys Warns || 0
|-
| Status || complete, but fails checks
|-
| Post CTS Setup Buffer Count || 0
|-
| Starting utilization of the core area || 40.3%
|-
| Most frequent cells after synthesis || nand2_1, inv_1, ha_1
|-
| Number of antenna violations at the first check in global routing || 36
|-
| Worst slew slack as a fraction of its limit || -7.17%
|-
| Post-synth top area share || around 25%
|-
| Met2 Usage GRT || a little over half
|-
| Setup tns final || 0 ns
|-
| Vias per cell || 6.05
|-
| PwrDens || 22.5 nW/um^2
|-
| DIE HEIGHT || 549 um
|-
| Avg Inst Size Synth || 7.54 um^2
|-
| Critical path class || in2out
|-
| Post-synth seq share || 0%
|-
| Synth Cell Area || about 120,000 um^2
|-
| Reg area || 0 um^2
|-
| Post_cts resized || 0
|-
| Residual DRC count || 0
|-
| Leading area contributor after synthesis || fa_1
|-
| Count of final max-slew check failures || 1
|-
| CP endpoint kind || primary output
|-
| Vias in the first global route || 117,000
|-
| Number of iterations in the first detailed-routing pass || 7
|-
| Top-level I/O count || 103
|-
| Most area-consuming cells after synthesis || fa_1, ha_1, nand2_1, inv_1, a21oi_1
|-
| Final Cycle Share || 66.3%
|-
| Psw || 0.00179 W
|-
| Post-route antenna net violation count || 0
|-
| Clk_buf instances || 0
|-
| Final hold vios || 0
|-
| Library cell contributing the largest single delay on the critical path || nor4_1
|-
| Core outline area || 297,000 um^2
|-
| VDD IR max || about 57 uV
|-
| Share of layout cells above drive strength 1 || approximately 6.2%
|-
| Count of final setup violators || 0
|-
| Most common cell in the synthesized netlist || nand2_1
|-
| OpenROAD warnings || 102
|-
| Violated checks || slew limit
|-
| Unique cell type count in the Yosys netlist || 115
|-
| Highest clock rate || 4.18 MHz
|-
| Worst hold margin || 145.57 ns
|-
| Internal power of the cells || 0.00106 W
|-
| RSZ-0062 raised after global routing || no
|-
| Delay of the slowest cell on the worst path || 1.08 ns
|-
| Min Tclk post-route || 239.15 ns
|-
| CP required || around 290 ns
|-
| Global-route wire length before repair || 799 mm
|-
| Site row count || 200
|-
| Global-route track usage on met3 || between 15 and 20%
|-
| Total cells reported by yosys after synthesis || 15,900
|-
| Worst Tran Pin Value || 1.61 ns
|-
| Routability Congestion || 1.15
|-
| Static Leakage || 61.5 nW
|-
| Die width || between 500 and 600 um
|-
| Starting DRC count in detailed routing || approximately 10,000
|-
| Maximum fanout along the worst path || 38
|-
| CTS Hold Bufs || 0
|-
| Final routed wire length divided by cell count || 28.0 um
|-
| Growth of design area from synthesis to finish || 6.07%
|-
| Chip area from the yosys synthesis statistics || 120,000 um^2
|-
| Hold/Removal Path Class || in2out
|-
| CP Data Arrival Time || 167.05 ns
|-
| Top Usage Layer GRT || met2
|-
| Max cap viols || 0
|-
| PortBufs || just over 100
|-
| Number of inserted filler cells in the final layout || 30,700
|-
| Global-route congestion overflow total || 0
|-
| Maximum number of pins on one net before global-route repair || 74
|-
| Aggregate routed wire length || 553 mm
|-
| Startpoint kind of the worst setup timing path || primary input
|-
| Placed wire-length estimate after detailed placement || approximately 450 mm
|}
## cells by family after synthesis
family / share of synthesized area (%)
AND-OR/OR-AND: 21.8
XOR/XNOR: 7.26
adder cells (fa/ha/maj): 41.4
buffers and inverters: 8.07
multiplexers: 2.52
other: 0.00627
AND/OR/NAND/NOR: 18.9
## cell type report
| cell class | count | area (um^2) | area share [%] |
|---|---|---|---|
| repair buffers | 585 | 4400 | 3.47 |
| multi-input cells | 13300 | 111000 | 87.0 |
| well taps | 3939 | 4930 | 3.88 |
| inverters | 1886 | 7090 | 5.58 |
| diodes | 35 | 87.6 | 0.0689 |
## cell usage in the layout, fill, tap and decap left out, types with 114 or more instances in the layout
master | synthesis | layout
nand2_1 | 1910 | 1909
xor2_1 | 366 | 366
o211ai_1 | 131 | 131
o21a_1 | 289 | 289
o31ai_1 | 118 | 114
ha_1 | 1608 | 1608
nor3_1 | 380 | 377
o21ai_0 | 669 | 667
buf_4 | 5 | 480
nand3_1 | 274 | 274
a31oi_1 | 235 | 232
a211oi_1 | 163 | 159
fa_1 | 1474 | 1473
a21o_1 | 401 | 401
mux2i_1 | 135 | 133
xnor2_1 | 627 | 611
nor2_1 | 1399 | 1390
or3_1 | 124 | 124
nor2b_1 | 150 | 150
a21oi_1 | 1101 | 1100
nand4_1 | 138 | 138
nand2b_1 | 134 | 134
inv_1 | 1857 | 1840
mux2_2 | 115 | 115
## per-layer routing
metal / wire [um] / vias to the layer above
met5: 720 / -
met4: 45400 / 40
met3: 67700 / 1484
met2: 232000 / 5932
met1: 207000 / 57500
li1: - / 54700
## per-stage QoR
stage | area [um^2] | total power, W | std cells | worst slack [ns] | util [%]
final | 127000 | 0.00285 | 19800 | 121.35 | 42.7
after global routing | 127000 | 0.00307 | 19700 | 115.64 | 42.7
after CTS | 127000 | 0.00278 | 19700 | 123.65 | 42.7
after floorplan | 120000 | 0.00174 | 15900 | 133.51 | -
after detailed placement | 127000 | 0.00276 | 19700 | 123.99 | 42.7
after global placement | 127000 | 0.00276 | 19700 | 125.01 | 42.7
## critical path, delay by kind of cell
kind                       cells  cell delay, ns
AOI/OAI and AO/OA            181           50.02
and+or+nand+nor               86           25.30
adders and majority gates     33           10.56
buffers and inverters         25            6.44
muxes                          4            1.59
xor gates and xnor gates       2            0.69
## worst paths after layout
check                       from         end  slack (ns)  cells after the start
worst min-delay path  ALU_DA[11]  ALU_DC[11]      145.57                      6
worst max-delay path   ALU_DB[1]  ALU_DC[16]      121.35                    331
Power is estimated from default activity; no workload was simulated.

==> flow/design.v <==
module BTB(
        input wire clk,
        input wire rst,
        input wire valid_in,  
        input wire [31:0] branch_PC,  
        input wire [31:0] branch_target,  
        input wire [31:0] PC_in,  
        output wire hit,  
        output wire [31:0] target_addr  
    );
    parameter BTB_SIZE = 128;   
    parameter INDEX_WIDTH = $clog2(BTB_SIZE);   
    parameter TAG_WIDTH = 32 - INDEX_WIDTH - 2;   
    reg [TAG_WIDTH-1:0] btb_tags [BTB_SIZE-1:0];   
    reg [31:0] btb_targets [BTB_SIZE-1:0];         
    reg btb_valid [BTB_SIZE-1:0];                  
    wire [INDEX_WIDTH-1:0] lookup_index;
    wire [TAG_WIDTH-1:0] lookup_tag;
    wire [INDEX_WIDTH-1:0] update_index;
    wire [TAG_WIDTH-1:0] update_tag;
    wire tag_match;
    wire entry_valid;
    assign lookup_index = PC_in[INDEX_WIDTH+1:2];
    assign lookup_tag = PC_in[31:INDEX_WIDTH+2];
    assign update_index = branch_PC[INDEX_WIDTH+1:2];
    assign update_tag = branch_PC[31:INDEX_WIDTH+2];
    assign tag_match = (btb_tags[lookup_index] == lookup_tag);
    assign entry_valid = btb_valid[lookup_index];
    assign hit = tag_match && entry_valid;
    assign target_addr = (hit) ? btb_targets[lookup_index] : 32'b0;
    integer i;
    always @(posedge clk) begin
        if (rst) begin
            for (i = 0; i < BTB_SIZE; i = i + 1) begin
                btb_valid[i] <= 1'b0;
                btb_tags[i] <= {TAG_WIDTH{1'b0}};
                btb_targets[i] <= 32'b0;
            end
        end
        else if (valid_in) begin
            btb_valid[update_index] <= 1'b1;
            btb_tags[update_index] <= update_tag;
            btb_targets[update_index] <= branch_target;
        end
    end
    always @(hit) begin
        if(hit) begin
        end
    end
endmodule
==> flow/run.sh <==
#!/bin/bash
# OpenROAD 26Q1-2900-gdf79404cd8, Yosys 0.63+post, stock flow scripts
make -C /OpenROAD-flow-scripts/flow DESIGN_CONFIG=/design/flow/config.mk WORK_HOME=/design/flow/orfs finish
==> flow/config.mk <==
export PLATFORM = sky130hd
export DESIGN_NAME = BTB
export DESIGN_NICKNAME = BTB
export VERILOG_FILES = /design/flow/design.v
export SDC_FILE = /design/flow/constraint.sdc
export NUM_CORES = 4
export LEC_CHECK = 1
export CORE_UTILIZATION = 50
export SYNTH_HDL_FRONTEND = slang
export SYNTH_MEMORY_MAX_BITS = 65536
==> flow/constraint.sdc <==
current_design BTB

set clk_period 35.8
set clk_io_pct 0.2

create_clock -name clk0 -period $clk_period [get_ports {clk}]

set non_clock_inputs [all_inputs -no_clocks]
set_input_delay [expr $clk_period * $clk_io_pct] -clock clk0 $non_clock_inputs
set_output_delay [expr $clk_period * $clk_io_pct] -clock clk0 [all_outputs]
==> deck_impl_summary.md <==
Flow Results at a Glance

Timing
  • Relative slew slack: -0.05241
  • Minimum clock period: 23.03 ns
  • Final Max Tran Viols: 7
  • Clock skew after layout: 0 ns
  • Worst slew pin tran: 1.578 ns
  • Final hold vios: 0
  • Final setup TNS: 0 ns
  • Final setup viols: 0
  • Max Freq: 0.04341 GHz
  • Final WS setup: 12.77 ns
  • RSZ-0062 raised after global routing: no
  • Post-route clock period utilization: 0.6434
  • Hold_ws: 0.4450 ns

Power and ir drop
  • Leakage: 125.6 nW
  • Final total power: 18.90 mW
  • Cell area power density: 52.34 nW/um^2
  • VDD IR max: 43.58 uV

Status
  • Failing checks: capacitance limit, slew limit
  • Outcome: finished, violations left

Synthesis
  • Avg Synthesized Cell Area: 16.01 sq um
  • Synth Cell Area: 325,300 sq um
  • Synthesized instance count: 20,320
  • Synth warnings: 0
  • Seq share, synth: 0.6577
  • Yosys Instances: 20,320
  • Post-synth area from yosys stat: 325,300 sq um
  • Count of library flops with an enable pin: 7,040
  • Share of flip-flops with an asynchronous set or reset: 0
  • Flops after synth: 7,168
  • Predominant post-synthesis flop cell: edfxtp_1
  • Synth cell types: 78

Place
  • GP Congestion: 0.9487
  • DP Area: 337,500 sq um
  • Dpl ws: 12.49 ns
  • Port-buffer cells: 127
  • Placed insts: 27,720
  • Post-DP HPWL: 660,400 um

Setup path
  • Max FO, Critical Path: 62
  • CP Launch Type: input pin
  • Critical Path End Type: output port
  • Worst Path Required: 28.64 ns
  • Crit path DAT: 15.87 ns
  • Kind of critical path: in -> out

Drt
  • Post-Route WL: 1,112,000 um
  • Iter 0 DRT Violations: 12,700
  • Drt via density: 6.064
  • Wire per inst: 37.94 um
  • TritonRoute pass-1 iters: 8
  • Via count: 177,800
  • Drt drc: 0
  • Antenna Nets Post-Route: 0

Clock network
  • CTS max path bufs: 4
  • H-Tree Depth: 6
  • CTS buffer count: 759
  • Post-CTS Resized: 0
  • Root Buffer: clkbuf_16
  • CTS sink count: 7,168
  • Clock transition at path regs: 0.06 ns
  • Hold Buf Count CTS: 0
  • Clk Latency, worst-skew pair: 1.17 ns
  • Post-CTS Repair Setup Buffers: 0
  • CTS tree: built

Die
  • Chip area: 653,900 sq um
  • CORE AREA: 646,700 sq um
  • Init Core Util: 0.5031
  • Die Y: 808.6 um
  • Rows: 295
  • Die width: 808.6 um
  • I/O Pins: 132

GRT
  • Initial antenna violation count: 147
  • Vias in the first global route: 189,100
  • Largest net degree at the start of global routing: 88
  • All-layer global routing usage: 0.3829
  • GRT overflow: 0
  • First-pass GRT wire length: 1,530,000 um

Run
  • Max-Cap Viols: 1
  • Number of OpenROAD warnings: 30

Worst hold path
  • Hold crit path type: reg -> reg

Final layout
  • Share of layout cells above drive strength 1: 0.2065
  • Most common logic cells in the final layout: edfxtp_1 (7,040), and2_1 (6,828), mux4_2 (1,930)
  • Fin cells: 29,320
  • Area Overhead vs Synth: 11.01%
  • Design area: 361,200 sq um
  • Most used logic cell in the final layout: edfxtp_1
  • Fin util: 0.5585
## cells by family (layout without fill, tap and decap cells)
kind of cell / count (synthesis) / count (layout) / synth area share
flip-flops: 7168 / 7168 / 0.6577
XOR/XNOR: 45 / 45 / 0.001211
buffers and inverters: 2249 / 2417 / 0.02911
other: 0 / 220 / 0
AND-OR/OR-AND: 706 / 706 / 0.01497
AND/OR/NAND/NOR: 7662 / 7662 / 0.1447
multiplexers: 2491 / 2491 / 0.1524
## cell type report
cell class,count,area (sq um)
diodes,220,550.5
clock buffers,1006,20460
clock inverters,375,2668
fillers,48260,285500
inverters,12,70.07
multi-input cells,10900,104500
flip-flops and latches,7168,214000
well taps,8613,10780
repair buffers,1024,8159
## registers in the layout, indices dropped and copies added (netlist names)
| signal | cells |
|---|---|
| btb_tags | 2944 |
| btb_targets | 4096 |
| btb_valid | 128 |
## report_power, final
group	internal, mW	total (mW)	switching (mW)
clock network	4.17	7.49	3.32
logic	0.535	1.70	1.17
registers	9.61	9.71	0.100
total	14.3	18.9	4.59
## cells in the mapped netlist, types with 5 or more instances
cell type / number / area [sq um]
a22o_1: 13 / 113.9
xnor2_1: 26 / 227.7
and3_1: 234 / 1464
o32ai_1: 6 / 52.55
nor4_1: 12 / 75.07
xor2_1: 19 / 166.4
nand3b_1: 8 / 60.06
o21ai_0: 158 / 790.8
nand2b_1: 8 / 50.05
a32o_1: 7 / 70.07
nor2_1: 171 / 641.9
nand2_1: 198 / 743.2
nor3_2: 29 / 290.3
mux2i_1: 512 / 5125
a31oi_1: 17 / 106.4
dfxtp_1: 128 / 2562
buf_6: 27 / 304.0
buf_8: 11 / 165.2
o2111ai_1: 7 / 61.31
edfxtp_1: 7040 / 211400
or3_1: 5 / 31.28
nand4_1: 20 / 125.1
buf_2: 131 / 655.6
buf_1: 289 / 1085
o22ai_1: 25 / 156.4
o211ai_1: 14 / 105.1
a21o_1: 125 / 938.4
a21oi_1: 61 / 305.3
mux4_2: 1930 / 43470
buf_12: 21 / 420.4
nand3_1: 90 / 450.4
mux2_2: 20 / 225.2
buf_4: 52 / 390.4
and2_1: 6833 / 42750
clkbuf_1: 1706 / 6404
a32oi_1: 21 / 183.9
a221oi_1: 17 / 148.9
nor3_1: 11 / 55.05
nor2b_1: 20 / 125.1
inv_1: 9 / 33.78
mux4_1: 29 / 762.0
a22oi_1: 191 / 1434
## path summary, 6_finish.rpt
check | startpoint | end | slack (ns) | cells past startpoint
max reg2reg | btb_valid[0] | btb_valid[0] | 35.18 | 1
min | btb_valid[37] | btb_valid[37] | 0.44 | 1
max | PC_in[2] | target_addr[1] | 12.77 | 15
min reg2reg | btb_valid[37] | btb_valid[37] | 0.44 | 1
## worst max-delay path, cell delays in order
cell and delay [ns]:
buf_16 0.35, buf_4 0.57, buf_4 0.61, buf_4 0.67, buf_12 0.42, buf_4 0.67
buf_4 0.67, buf_4 0.63, buf_4 0.64, mux4_2 0.60, mux4_2 0.57, mux4_2 0.74
mux2i_1 0.65, nor3_1 0.11, clkdlybuf4s50_1 0.43
## metal layers
metal  global-route usage  part of all wire
met5              0.07108            0.0055
met4               0.1197             0.044
met3               0.3747              0.23
met2               0.4855              0.42
met1               0.4649              0.30
Power and IR drop assume default switching activity.
